===== flow/config.mk =====
export PLATFORM = sky130hd
export DESIGN_NAME = Memory
export DESIGN_NICKNAME = Memory
export VERILOG_FILES = /design/flow/design.v
export SDC_FILE = /design/flow/constraint.sdc
export NUM_CORES = 4
export LEC_CHECK = 1
export CORE_UTILIZATION = 50

===== flow/constraint.sdc =====
current_design Memory

set clk_period 6.1
set clk_io_pct 0.2

create_clock -name clk0 -period $clk_period [get_ports {clk}]

set non_clock_inputs [all_inputs -no_clocks]
set_input_delay [expr $clk_period * $clk_io_pct] -clock clk0 $non_clock_inputs
set_output_delay [expr $clk_period * $clk_io_pct] -clock clk0 [all_outputs]

===== flow/design.v =====
module Memory
#(
	parameter N_ELEMENTS = 64,
	parameter ADDR_WIDTH = 6,
	parameter DATA_WIDTH = 4
)(
	input                   clk,     
	input                   rst,     
	input  [ADDR_WIDTH-1:0] r_addr,  
	input  [ADDR_WIDTH-1:0] w_addr,  
	input  [DATA_WIDTH-1:0] w_data,  
	input                   w_en,    
	output [DATA_WIDTH-1:0] r_data   
);
	reg [DATA_WIDTH-1:0] mem[N_ELEMENTS:0];
	assign r_data = mem[r_addr];
	genvar i;
	generate
		for (i = 0; i < N_ELEMENTS; i = i + 1) begin : wport
			always @(posedge clk) begin
				if (rst) begin
					mem[i] <= 0;
				end
				else if (w_en && w_addr == i) begin
					mem[i] <= w_data;
				end
			end
		end
	endgenerate
endmodule

===== flow/run.sh =====
#!/bin/bash
# OpenROAD 26Q1-2900-gdf79404cd8, Yosys 0.63+post, stock flow scripts
make -C /OpenROAD-flow-scripts/flow DESIGN_CONFIG=/design/flow/config.mk WORK_HOME=/design/flow/orfs finish

==> summary.txt <==
Notes from the flow run.

Placed design:
- Port buffering added 22 buffers.
- At the end of routability-driven placement, the weighted congestion stood at 1.07.
- Detailed placement finished with a half-perimeter wire length of 34,900 um.
- Timing analysis after detailed placement gives a worst setup slack of 0.626 ns.

GRT:
- The run gives the fraction of met1 tracks used by global routing as 65.4%.
- The run puts the met3 usage in global routing at 7.04%.
- The run gives the via count of the first global-routing pass as 10.9k.
- The number of antenna violations at the first check in global routing is 0.
- The run puts the global route total overflow at 0.
- The run puts the pin count of the biggest net entering global routing at 131.
- Routing resource usage on met2 recorded by global route was 58.0%.
- Global routing put the most usage on met1.
- The run puts the overall routing resource usage at 40.8%.
- The run puts the global-route wire length before repair at 74,300 um.

Cells and area:
- The run puts the flip-flop count of the largest register after layout at 256.
- The library cells used most frequently in the layout, excluding fill and tap cells, are sky130_fd_sc_hd__dfxtp_1 (256), sky130_fd_sc_hd__nand2_1 (253), sky130_fd_sc_hd__a21oi_1 (208), sky130_fd_sc_hd__nand3_1 (206), sky130_fd_sc_hd__nor2_1 (116).
- The registers reported with the highest flop counts are mem: 256 flops.
- The run puts the final core area utilization at 55.8%.
- The run puts the fraction of final layout cells with drive strength greater than 1 at 8.87%.
- Ranked by flip-flop count, first place goes to mem.
- In this run the layout overhead on the synthesized area is reported as 9.36%.
- The run gives the leading cell type in the layout, fill and taps excluded as sky130_fd_sc_hd__dfxtp_1.

Final timing:
- The run puts the post-route fraction of the period consumed by the critical path at 91.7%.
- The run gives the final worst setup slack as 0.509 ns.
- For this run, the final setup violation count is recorded as 0.
- The run puts the number of max-slew violations in the final report at 0.
- On the final layout, the worst hold slack is 0.453 ns.
- Counting I/O delays and the setup requirement, the final critical path takes 5.59 ns.
- The run puts the tightest slew margin relative to the limit at 32.9%.
- The run puts the maximum achievable frequency at 179 MHz.
- The run gives the worst-margin pin slew as 0.999 ns.
- Across the routed clock network, the largest skew measured is 0 ns.
- Setup repair after global routing left no endpoint under its margin.
- The run gives the number of failing hold endpoints at the final stage as 0.
- The run gives the setup total negative slack as 0 ns.

CTS:
- The run puts the later-pin clock latency in the skew report at 0.54 ns.
- The run puts the buffer depth of the longest clock path at 3.
- The run puts the number of sinks on the clock net at 256.
- Clock tree synthesis inserted a total of 26 buffers.
- The run gives the number of hold buffers added after cts as 0.
- TritonCTS built the clock tree.
- The run gives the number of setup buffers added after CTS as 0.
- The run puts the post-CTS resize count at 0.
- The run gives the clock-pin slew on the worst setup and hold paths as 0.06 ns.
- Clock tree synthesis selected as its root buffer the cell sky130_fd_sc_hd__clkbuf_16.
- The run gives the number of H-tree branching levels as 1.

Drt:
- The run gives the aggregate routed wire length as 50,000 um.
- Per the detail_route report, DRC violations left total 0.
- The run puts the via count of the routed design at 12.1k.
- The count of nets left with antenna violations once routing finished came out at 0.
- The run puts the count of antenna diodes in the layout at 0.
- The run gives the number of vias per cell as 6.46.
- The run gives the wire length per cell as 26.8 um.
- The iteration count recorded for the first detailed-route pass is 5.
- Detailed-route iteration 0 reported a violation count of 1,558.

Worst setup path:
- The data arrival time reported for the critical path is 4.37 ns.
- In this run the worst setup path begins at r_addr[0].
- STA classifies the critical path endpoint as an output pin.
- The worst setup path is launched from a primary input.
- STA lists the startpoint of the worst register-to-register path as mem[63][3].
- Looking at the setup timing report, the critical path kind is in -> out.
- The run gives the data required time of the worst path as 4.88 ns.
- Looking at the critical path, the highest net fanout was 43.

Yosys:
- The run puts the average size of a mapped cell at 7.81 sq um.
- The run puts the async set or reset register ratio after synthesis at 0%.
- The run gives the most used flip-flop cell after synthesis as sky130_fd_sc_hd__dfxtp_1.
- The run puts the count of different cell masters after synthesis at 67.
- The run puts the area reported by Yosys stat at 0.0124 sq mm.
- During synthesis, Yosys emitted a total of 6 warnings.
- The mapped netlist covers 0.0124 sq mm.
- Per the synthesis report, the dominant area consumer among library cells is sky130_fd_sc_hd__dfxtp_1.
- The run gives the number of standard cells after synthesis as 1,590.
- The run gives the sequential element share of the synthesized area as 41.3%.
- The run gives the number of cells in the yosys synthesis report as 1,590.
- The run gives the count of library flops with an enable pin as 0.
- The run gives the fraction of synthesized cell area taken by the top area cell type as 41.3%.
- Yosys reported a register bit count of 256.
- The synthesis report lists the most area-consuming cells as sky130_fd_sc_hd__dfxtp_1 (41%), sky130_fd_sc_hd__a21oi_1 (8.4%), sky130_fd_sc_hd__nand3_1 (8.3%), sky130_fd_sc_hd__nand2_1 (7.7%), sky130_fd_sc_hd__mux2i_1 (7.3%).

Run:
- The run puts the max-cap check violation count at 0.
- The run gives the total tool warning count as 27.

Power and ir drop:
- Dividing total power by cell area gives a power density of 260 mW/mm^2.
- The run puts the cell-internal power at 2.63 mW.
- The leakage component of the power was reported as 4.25 nW.
- The run puts the register share of total power at 47.6%.
- Combinational logic is responsible for 8.5% of the overall power.
- The run gives the proportion of total power due to net switching as 25.6%.
- The analysis reports a worst IR drop on VDD of 210 uV.
- The switching component of the power was reported as 0.904 mW.
- The run puts the clock share of power at 43.9%.

Die:
- The run gives the die area as 0.0255 sq mm.
- The run gives the die outline height as 160 um.
- Once the floorplan was initialized, standard cells occupied 51.0% of the core.
- The run gives the placeable core region as 0.0243 sq mm.
- The run gives the die width as 160 um.
- The run puts the row count at 57.
- The run puts the boundary pin count at 23.

Hold path:
- The tightest min-delay check is of the reg -> reg type.
- Looking at hold timing, the worst path starts from mem[54][1].

Run status:
- The run finished with clean final reports.
[routing by layer]
metal / routed length (um) / up-vias
li1: - / 5552
met1: 22000 / 5797
met2: 21600 / 636
met3: 4650 / 89
met4: 1690 / 0
met5: 0 / -
[final cells by class]
class                   instances  area, sq um
clock inverters                 6         36.3
repair buffers                 65          522
multi-input cells            1171         6680
well taps                     324          405
fillers                      2258        10700
clock buffers                  41          788
flip-flops and latches        256         5120
inverters                       6         22.5
[final timing paths]
| kind | endpoint | slack (ns) | cells after the start |
|---|---|---|---|
| setup / recovery | r_data[0] | 0.51 | 9 |
| hold / removal | mem[54][1] | 0.45 | 2 |
| setup reg to reg | mem[63][3] | 5.30 | 2 |
| hold reg to reg | mem[54][1] | 0.45 | 2 |
[per-stage QoR]
stage	area (sq um)	std cells	power, mW
after floorplan	12400	1590	1.90
after global placement	12800	1822	2.01
after detailed placement	12800	1822	2.01
after CTS	13600	1869	3.54
after global routing	13600	1869	3.63
final	13600	1869	3.54
[cells by family (layout without fill, tap and decap cells)]
logic type	Yosys count	count (layout)	synth area share, %
and+or+nand+nor	713	713	27.2
AOI/OAI and AO/OA	349	349	17.2
DFF	256	256	41.3
buffers and inverters	163	118	5.34
muxes	109	109	8.97
[cell usage after synthesis, drive strengths merged (9+ instances only)]
| cell | n |
|---|---|
| a21oi | 208 |
| a22oi | 15 |
| a31oi | 10 |
| a32oi | 21 |
| and3 | 14 |
| and3b | 9 |
| buf | 51 |
| clkbuf | 106 |
| dfxtp | 256 |
| mux2 | 18 |
| mux2i | 91 |
| nand2 | 253 |
| nand2b | 9 |
| nand3 | 206 |
| nand4 | 16 |
| nor2 | 117 |
| nor2b | 16 |
| nor3 | 17 |
| nor3b | 15 |
| o211ai | 11 |
| o21ai | 24 |
[power by group through the flow]
stage / Clock [mW] / Combinational [mW] / Sequential (mW)
6_report: 1.55 / 0.301 / 1.68
4_1_cts: 1.56 / 0.292 / 1.68
5_1_grt: 1.64 / 0.311 / 1.68
[worst max-delay path, stage by stage]
cell and delay, ns:
sky130_fd_sc_hd__buf_2 0.65, sky130_fd_sc_hd__buf_4 0.38, sky130_fd_sc_hd__nor4b_2 0.67, sky130_fd_sc_hd__a32oi_1 0.14, sky130_fd_sc_hd__o32ai_1 0.21, sky130_fd_sc_hd__or4_1 0.22
sky130_fd_sc_hd__a2111oi_2 0.06, sky130_fd_sc_hd__a21oi_1 0.25, sky130_fd_sc_hd__clkdlybuf4s50_1 0.53
Power and IR drop assume default switching activity.
